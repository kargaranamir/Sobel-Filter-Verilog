==> flow/design.v <==
`timescale 1ns / 1ps
module sobel_op(
    input clk,
    input start,
    input [15:0] din,
    input [3:0] coef,
    output reg [16:0] addr_din,
    output reg [16:0] addr_dout,
    output reg dout,
    output reg wren,
    output reg finish
    );
    parameter [7:0] 
    cnst1 = 5,
    cnst2 = 0;
    initial begin
        addr_din <= 0;
        addr_dout <= 0;
        wren <= 0;
    end
    reg [4:0] red_data [8:0];
    reg [5:0] green_data [8:0];
    reg [4:0] blue_data [8:0];
    reg [3:0] cnt = 0;
    reg next_state = 0;
    reg state = 0;
    reg packet = 0;
    reg packet_reg = 0;
    reg signed [7:0] sobelx_red = 0;
    reg signed [7:0] sobely_red = 0;
    reg signed [7:0] sobelx_green = 0;
    reg signed [7:0] sobely_green = 0;
    reg signed [7:0] sobelx_blue = 0;
    reg signed [7:0] sobely_blue = 0;
    reg [7:0] sobel_red = 0;
    reg [7:0] sobel_green = 0;
    reg [7:0] sobel_blue = 0;
    reg [1:0] op_finish = 0;
    wire [7:0] threshold;
    assign threshold = (cnst1 * coef) + cnst2; 
    always @ (*)    begin
        if (state == 0)
            next_state <= start;
        else
            next_state <= ~finish;
    end
    always @ (posedge clk)  begin
        state <= next_state;
    end
    always @ (posedge clk)  begin
			if ( op_finish == 2)
				packet <= packet_reg;
        case (next_state)
            0:  begin
            end
            1:  begin
                if ( packet == 0 )   begin
                    case (cnt)
                        0:  begin
                           if ( (addr_dout < 320) || (addr_dout % 320 == 0) ) begin
                              red_data [cnt] <= 0;
                              green_data [cnt] <= 0;
                              blue_data [cnt] <= 0;  
                           end
                           else begin
                               red_data [cnt] <= din [15:11];
                               green_data [cnt] <= din [10:5];
                               blue_data [cnt] <= din [4:0]; 
                           end
                           cnt <= cnt + 1;
                        end
                        1:  begin
                           if (addr_dout < 320)  begin
                              red_data [cnt] <= 0;
                              green_data [cnt] <= 0;
                              blue_data [cnt] <= 0;  
                           end
                           else begin
                               red_data [cnt] <= din [15:11];
                               green_data [cnt] <= din [10:5];
                               blue_data [cnt] <= din [4:0]; 
                           end
                           cnt <= cnt + 1;
                        end
                        2:  begin
                           if ( (addr_dout < 320) || (addr_dout % 320 == 319) ) begin
                              red_data [cnt] <= 0;
                              green_data [cnt] <= 0;
                              blue_data [cnt] <= 0;  
                           end
                           else begin
                               red_data [cnt] <= din [15:11];
                               green_data [cnt] <= din [10:5];
                               blue_data [cnt] <= din [4:0]; 
                           end
                           cnt <= cnt + 1;
                        end 
                         3:  begin
                           if (addr_dout % 320 == 0) begin
                              red_data [cnt] <= 0;
                              green_data [cnt] <= 0;
                              blue_data [cnt] <= 0;  
                           end
                           else begin
                               red_data [cnt] <= din [15:11];
                               green_data [cnt] <= din [10:5];
                               blue_data [cnt] <= din [4:0]; 
                           end
                           cnt <= cnt + 1;
                        end    
                        4:  begin
                           red_data [cnt] <= din [15:11];
                           green_data [cnt] <= din [10:5];
                           blue_data [cnt] <= din [4:0]; 
                           cnt <= cnt + 1;
                        end    
                        5:  begin
                           if (addr_dout % 320 == 319) begin
                              red_data [cnt] <= 0;
                              green_data [cnt] <= 0;
                              blue_data [cnt] <= 0;  
                           end
                           else begin
                               red_data [cnt] <= din [15:11];
                               green_data [cnt] <= din [10:5];
                               blue_data [cnt] <= din [4:0]; 
                           end
                           cnt <= cnt + 1;
                        end    
                        6:  begin
                           if ( (addr_dout >= 76480) || (addr_dout % 320 == 0) ) begin
                              red_data [cnt] <= 0;
                              green_data [cnt] <= 0;
                              blue_data [cnt] <= 0;  
                           end
                           else begin
                               red_data [cnt] <= din [15:11];
                               green_data [cnt] <= din [10:5];
                               blue_data [cnt] <= din [4:0]; 
                           end
                           cnt <= cnt + 1;
                        end
                        7:  begin
                           if (addr_dout >= 76480) begin
                              red_data [cnt] <= 0;
                              green_data [cnt] <= 0;
                              blue_data [cnt] <= 0;  
                           end
                           else begin
                               red_data [cnt] <= din [15:11];
                               green_data [cnt] <= din [10:5];
                               blue_data [cnt] <= din [4:0]; 
                           end
                           cnt <= cnt + 1;
                        end   
                         8:  begin
                           if ( (addr_dout >= 76480) || (addr_dout % 320 == 319) ) begin
                              red_data [cnt] <= 0;
                              green_data [cnt] <= 0;
                              blue_data [cnt] <= 0;  
                           end
                           else begin
                               red_data [cnt] <= din [15:11];
                               green_data [cnt] <= din [10:5];
                               blue_data [cnt] <= din [4:0]; 
                           end
                           cnt <= 0;
                           packet <= 1;
                        end 
                   endcase 
                end                                                                                                                       
            end
        endcase
    end
    always @ (posedge clk)  begin
        if ((next_state == 1) && (packet == 0))  begin
            case (cnt)
                0:
                    if (addr_dout <320)
                        addr_din <= addr_dout;
                    else
                        addr_din <= addr_dout - 320;
                1:
                    if ((addr_dout < 320) || (addr_dout % 320 == 319))
                        addr_din <= addr_dout;
                    else
                        addr_din <= addr_dout - 319;
                2:
                    if (addr_dout % 320 == 0)
                        addr_din <= addr_dout;
                    else
                        addr_din <= addr_dout - 1; 
                3:
                    addr_din <= addr_dout;
                4:
                    if (addr_dout % 320 == 319)
                        addr_din <= addr_dout;
                    else
                        addr_din <= addr_dout + 1; 
                5:
                    if ((addr_dout > 76480) || (addr_dout % 320 == 0))
                        addr_din <= addr_dout;
                    else
                        addr_din <= addr_dout + 319;  
                6:
                    if (addr_dout > 76480)
                        addr_din <= addr_dout;
                    else
                        addr_din <= addr_dout + 320;      
                7:
                    if ((addr_dout > 76480) || (addr_dout % 320 == 319))
                        addr_din <= addr_dout;
                    else
                        addr_din <= addr_dout + 321;
                8:
                    if ((addr_dout < 320) || (addr_dout % 320 == 319))
                        addr_din <= addr_dout;
                    else
                        addr_din <= addr_dout - 320;    
            endcase
        end
        else    begin
            addr_dout <= addr_dout;
            addr_din <= addr_din;
        end
    end
    always @ (posedge clk)  begin
        if (packet && op_finish == 0) begin
        sobelx_red <= ( red_data[2] + red_data[8] + 2 * red_data[5] ) - ( red_data[0] + red_data[6] + 2 * red_data[3] ); 
        sobelx_green <= ( green_data[2] + green_data[8] + 2 * green_data[5] ) - ( green_data[0] + green_data[6] + 2 * green_data[3] );  
        sobelx_blue <= ( blue_data[2] + blue_data[8] + 2 * blue_data[5] ) - ( blue_data[0] + blue_data[6] + 2 * blue_data[3] ); 
        sobely_red <= ( red_data[0] + red_data[2] + 2 * red_data[1] ) - ( red_data[6] + red_data[8] + 2 * red_data[7] );
        sobely_green <= ( green_data[0] + green_data[2] + 2 * green_data[1] ) - ( green_data[6] + green_data[8] + 2 * green_data[7] );
        sobely_blue <= ( blue_data[0] + blue_data[2] + 2 * blue_data[1] ) - ( blue_data[6] + blue_data[8] + 2 * blue_data[7] );
        op_finish <= 1;
        wren <= 0;
        end
        else if (packet && op_finish == 1)  begin
            if (sobelx_red[7] && sobely_red[7])
                sobel_red <= ~sobelx_red + ~sobely_red + 2;
            else if (sobelx_red[7] && ~sobely_red[7]) 
                sobel_red <= ~sobelx_red + sobely_red + 1;
            else if (~sobelx_red[7] && sobely_red[7]) 
                sobel_red <= sobelx_red + ~sobely_red + 1; 
            else
                sobel_red <= sobelx_red + sobely_red;               
            if (sobelx_green[7] && sobely_green[7])
                sobel_green <= ~sobelx_green + ~sobely_green + 2;
            else if (sobelx_green[7] && ~sobely_green[7]) 
                sobel_green <= ~sobelx_green + sobely_green + 1;
            else if (~sobelx_green[7] && sobely_green[7]) 
                sobel_green <= sobelx_green + ~sobely_green + 1; 
            else
                sobel_green <= sobelx_green + sobely_green; 
            if (sobelx_blue[7] && sobely_blue[7])
                sobel_blue <= ~sobelx_blue + ~sobely_blue + 2;
            else if (sobelx_blue[7] && ~sobely_blue[7]) 
                sobel_blue <= ~sobelx_blue + sobely_blue + 1;
            else if (~sobelx_blue[7] && sobely_blue[7]) 
                sobel_blue <= sobelx_blue + ~sobely_blue + 1; 
            else
                sobel_blue <= sobelx_blue + sobely_blue;
            op_finish <= 2;
        end
        else if (packet && op_finish == 2)  begin
            if ( (sobel_red > threshold) || (sobel_green > threshold) || (sobel_blue > threshold) )  begin
                dout <= 1;
                wren <= 1;
                packet_reg <= 0;
                op_finish <= 0;
            end
            else    begin
                dout <= 0;
                wren <= 1;
                packet_reg <= 0;
                op_finish <= 0;
            end
				if (addr_dout == 76799)
					addr_dout <= 0;
				else
					addr_dout <= addr_dout + 1;
        end 
      else 
        wren <= 0;
    end
	 always @ ( posedge clk )
		if ( addr_dout == 76799 )
			finish <= 1;
		else 
			finish <= 0;
endmodule
==> flow/run.sh <==
#!/bin/bash
# OpenROAD 26Q1-2900-gdf79404cd8, Yosys 0.63+post, stock flow scripts
make -C /OpenROAD-flow-scripts/flow DESIGN_CONFIG=/design/flow/config.mk WORK_HOME=/design/flow/orfs finish
==> flow/config.mk <==
export PLATFORM = sky130hd
export DESIGN_NAME = sobel_op
export DESIGN_NICKNAME = sobel_op
export VERILOG_FILES = /design/flow/design.v
export SDC_FILE = /design/flow/constraint.sdc
export NUM_CORES = 4
export LEC_CHECK = 1
export CORE_UTILIZATION = 30
==> flow/constraint.sdc <==
current_design sobel_op

set clk_period 4.4
set clk_io_pct 0.2

create_clock -name clk0 -period $clk_period [get_ports {clk}]

set non_clock_inputs [all_inputs -no_clocks]
set_input_delay [expr $clk_period * $clk_io_pct] -clock clk0 $non_clock_inputs
set_output_delay [expr $clk_period * $clk_io_pct] -clock clk0 [all_outputs]
==> impl_metrics.ini <==
; flow metrics
[cts]
htreeDepth = 1
cts-root-buf = clkbuf_16
hold_buffers = 0
cts_resized = 0
clk_pin_slew_worst_paths_ns = 0.06
cts_buffers = 24
post_cts_buffers = 0
clock_sinks = 212
ctsLongestPathBuffers = 3
cts_tree = yes
clock.latency.late_pin_ns = 0.53

[final_timing]
finalClockPeriodUsage_pct = 80.8
setup_viol = 0
slew_headroom_pct = 59.1
post-route-min-period_ns = 3.56
tightestPinTransition_ns = 0.614
skew_ns = 0.0131
final.setup.tns_ns = 0
clock.fmax_ghz = 0.281
rsz0062_at_grt = false
drv_slew = 0
hold_violations = 0

[logic_synthesis]
synth-edff-count = 207
ys_seq_share_pct = 38.9
common_cells = inv_1, edfxtp_1, ha_1, fa_1, a21oi_1
ys_ff = 212
syn-instance-count = 1449
synth_async_sr_flop_share_pct = 0
ys_area_mm2 = 0.0162
ys_warn_count = 35
netlist_area_mm2 = 0.0162
yosys.area.top_type = edfxtp_1
yosys_cells = 1449
most_common_cell = inv_1
top_cell_area_share_pct = 38.3
synthDistinctLibCells = 64
syn_area_per_cell_um2 = 11.2
area_leaders = edfxtp_1, fa_1, ha_1
synth-main-ff-cell = edfxtp_1

[run]
warnings = 97
drv_cap = 0

[place]
post_dp_cell_area_mm2 = 0.0172
portBuffers = 26
dp_hpwl_um = 22300
place_congestion = 0.858

[detailed_routing]
num_antenna_cells = 0
routed_wl_um = 28000
drt-initial-drc-count = 391
wl_per_cell_um = 12.7
drc_errors = 0
vias_per_cell = 4.25
via_count = 9321
drtPass1Iterations = 7
detail-route-antenna-nets = 0

[worst_setup_path]
required_ns = 4.66
cp.arrival_ns = 3.82
worstSetupEndpointType = flop
critical_path.max_fanout = 3
critPathLaunchType = input port
worstSetupPathType = in2reg

[final_layout]
fin_area_mm2 = 0.0181
regMostFlops = green_data
largestRegisters = green_data (48), blue_data (40), red_data (40)
largest_register_ff_count = 48
fill_cells = 5149
area_growth_pct = 11.7
drive_gt1_share_pct = 4.98

[power]
p_int_mw = 8.33
clockPowerShare_pct = 15.7
seq_power_share_pct = 26.0
power_density_mw_per_mm2 = 771
p_comb_share_pct = 58.3
p_sw_share_pct = 40.4
leakage_nw = 8.00
vdd_drop_max_mv = 0.341
p_sw_mw = 5.64

[global_routing]
grt_max_degree = 49
grt_util_all_layers_pct = 10.9
grt_pass1_wl_um = 47000
antenna_found_initial = 0
grt_pass1_vias = 9581
grt_overflow = 0

[die]
fp_util_pct = 30.7
die_h_um = 235
io_pins = 59
die_width_um = 235
num_rows = 84
dieArea_mm2 = 0.0551
core_area_mm2 = 0.0530

[run_status]
status = completed

[min_path]
hold_class = reg2reg
[power by group through the flow]
stage	Clock, mW	Combinational [mW]	Sequential, mW
after CTS	2.25	8.32	3.65
after global routing	2.33	9.55	3.70
final	2.19	8.14	3.64
[worst max-delay path, cell delays in order]
cell,delay (ns)
clkdlybuf4s50_1,0.53
ha_1,0.25
ha_1,0.22
fa_1,0.38
xnor2_1,0.36
ha_1,0.32
o21ai_0,0.18
nand2_1,0.07
o21ai_0,0.07
a31oi_1,0.06
or4b_1,0.49
[final cells by class]
class                      count  area (um2)  area share (%)
multi-input combinational    859        8390            46.3
sequential                   212        6320            34.8
inverter                     355        1330            7.35
tap                          688         861            4.75
clock buffer                  29         641            3.53
timing repair buffer          37         343            1.89
clock inverter                15         241            1.33
[layout by cell type, fill, tap and decap left out, drive strengths merged, types with 5 or more instances in the layout]
cell	n
o21a	8
and2	24
clkinv	5
dfxtp	5
o21ai	52
clkdlybuf4s50	26
nand2b	12
o211ai	6
xor2	12
nand3	11
conb	32
buf	11
a211oi	7
nand2	37
o31ai	13
nor2	55
nor2b	18
ha	194
nor4	8
a21o	12
clkbuf	29
a31oi	6
o21bai	16
o22ai	8
fa	135
inv	358
edfxtp	207
xnor2	42
a21oi	80
mux2i	8
bufinv	6
[path summary, 6_finish.rpt]
path	from	endpoint	slack (ns)	cells after the start
worst min register to register	state$_DFF_P_	state$_DFF_P_	0.45	1
worst max-delay path	coef[3]	dout$_DFFE_PP_	0.84	11
worst max register to register	green_data[0][2]$_DFFE_PP_	sobelx_green[7]$_DFFE_PP_	0.87	13
worst min-delay path	state$_DFF_P_	state$_DFF_P_	0.45	1
[cells by family (layout without fill, tap and decap cells)]
family                   after synthesis  after routing  synth area share, %
multiplexers                          11             11                0.701
flip-flops                           212            212                 38.9
other                                  1             32               0.0231
AND-OR/OR-AND                        236            236                 9.28
AND/OR/NAND/NOR                      197            197                 6.31
buffers and inverters                409            436                 10.3
XOR/XNOR                              54             54                 2.91
adder cells (fa/ha/maj)              329            329                 31.6
[metal layers]
layer	track usage, %	wire length, um	vias up	share of wire, %
li1	-	-	4771	-
met1	15.7	12800	4283	46
met2	17.0	12700	229	46
met3	3.44	1890	38	6.7
met4	1.69	507	0	1.8
met5	0	0	-	0
[metrics by stage]
stage	hold slack [ns]	total power, mW	instances	utilization (%)	setup slack, ns
5_1_grt	0.465	15.6	2195	34.2	0.637
4_1_cts	0.443	14.2	2195	34.2	0.852
3_3_place_gp	0.420	11.8	2151	32.6	0.301
3_5_place_dp	0.420	11.9	2151	32.6	0.331
6_report	0.445	14.0	2195	34.2	0.844
2_1_floorplan	0.406	10.1	1480	-	1.04
Power is estimated from default activity; no workload was simulated.
