**flow/design.v**
```verilog
`timescale 1ns / 1ps
module VGA2RAM(
    input clk,
    input videoon,
    input [15:0] din1,
    input [15:0] din2,
    input [10:0] pixel_x,
    input [10:0]pixel_y,
    output reg [16:0]addr,
    output reg [15:0] dout
    );
    parameter 
    X_begin = 1,
    Y_begin = 1,
    im_width = 320,
    im_length = 280,
    Disp_width = 640,
    Disp_length = 480
    ;
    always @ ( posedge clk )    begin
        if ((videoon==1) && (pixel_x >= X_begin) && (pixel_x < im_width+X_begin) && (pixel_y >= Y_begin) && (pixel_y < im_length+Y_begin)  )    begin
            addr = (pixel_x-X_begin) + (pixel_y-Y_begin)*im_width ;
            if ( pixel_y < 280 )
                dout = din1;
            else
                dout = din2;
        end
        else
        dout = 0;
    end
endmodule
```
**flow/run.sh**
```bash
#!/bin/bash
# OpenROAD 26Q1-2900-gdf79404cd8, Yosys 0.63+post, stock flow scripts
make -C /OpenROAD-flow-scripts/flow DESIGN_CONFIG=/design/flow/config.mk WORK_HOME=/design/flow/orfs finish
```
**flow/config.mk**
```make
export PLATFORM = sky130hd
export DESIGN_NAME = VGA2RAM
export DESIGN_NICKNAME = VGA2RAM
export VERILOG_FILES = /design/flow/design.v
export SDC_FILE = /design/flow/constraint.sdc
export NUM_CORES = 4
export LEC_CHECK = 1
export CORE_UTILIZATION = 50
```
**flow/constraint.sdc**
```tcl
current_design VGA2RAM

set clk_period 7.5
set clk_io_pct 0.2

create_clock -name clk0 -period $clk_period [get_ports {clk}]

set non_clock_inputs [all_inputs -no_clocks]
set_input_delay [expr $clk_period * $clk_io_pct] -clock clk0 $non_clock_inputs
set_output_delay [expr $clk_period * $clk_io_pct] -clock clk0 [all_outputs]
```
==> flow_summary.yaml <==
# flow metrics
outcome:
  outcome: "complete, no violations"
critical_path:
  critical_path_class: "input pin to flip-flop"
  path_max_fanout: 7
  start_kind: "input pin"
  end_kind: "flip-flop"
  crit_required_ns: 7.53
  arrival_ns: 5.37
grt:
  top_usage_layer: "met1"
  grt_overflow: 0
  grt_pass1_vias: 1824
  met1_usage: 0.326
  grtUsageMet3: 0.0414
  grt_pass1_wl_um: 8210
  grt_max_degree: 18
  grt_use_met2: 0.311
  antenna_found_initial: 0
  track_usage: 0.205
routing:
  first_pass_iters: 6
  routed_via_density: 5.23
  wl_per_cell_um: 12.4
  drc: 0
  n_antenna_cell: 0
  num_vias: 2087
  drtIter0Drc: 106
  antenna_left: 0
  routed_wl_um: 4960
yosys:
  ys_cells: 254
  yosys.area.top_type_share: 0.210
  ys_warn_count: 1
  yosys-stat-area_mm2: 0.00244
  ys_sh_mux: 0.0699
  yosysTopAreaCell: "edfxtp_1"
  numSynthFlops: 33
  yosys.area_share.adder: 0.155
  synthesis.area_mm2: 0.00244
  logic_family: "adder cells"
  synthCells: 254
  ys_sh_simple: 0.151
  synth.area.top_cells: "edfxtp_1, ha_1, dfxtp_1"
  ys_dominant_reg_cell: "edfxtp_1"
  synth-seq-area-share: 0.341
  synthArstFlopShare: 0
  ys_sh_aoi: 0.124
  syn_avg_cell_area_um2: 9.59
  synthDistinctLibCells: 48
  synthXorXnorAreaFrac: 0.120
  edf_count: 17
sta:
  hold_ws_ns: 1.83
  relSlewSlack: 0.523
  finalWorstSetupSlack_ns: 2.16
  fin_crit_ns: 5.34
  hold_viol_final: 0
  fin_setup_tns_ns: 0
  period_used_share: 0.712
  fmax_mhz: 187
  slew_violations: 0
  tightestPinTransition_ns: 0.713
  setup_violations: 0
  rsz0062_at_grt: "false"
power:
  swShare: 0.282
  power_density_mw_per_mm2: 159
  finalPower_mw: 0.552
  p_clk_frac: 0.282
  p_int_mw: 0.397
  combPwrFrac: 0.356
  p_sw_mw: 0.156
  cellLeakagePower_nw: 1.39
  ir_worst_vdd_v: 0.0000823
  power_frac_seq: 0.363
cells_and_area:
  fillers: 362
  syn_to_final_growth_pct: 42.7
  final_layout_size_suffix_gt1_frac: 0.0464
place:
  dp_hpwl_um: 3970
  gp_congestion: 0.900
  pre_cts_ws_ns: 1.88
  io_buffers: 88
clock_tree:
  ctsHoldBuffers: 0
  path_clk_slew_ns: 0.07
  cts_buffers: 5
  clock_path_buffers: 2
  clock_sinks: 33
  postCtsSetupRepairBufs: 0
  htreeDepth: 2
  cts_resized: 0
  cts_root_buffer: "clkbuf_8"
  cts_tree: "done"
job:
  drv_cap: 0
  tool_warnings: 28
min_path:
  hold_path.class: "input pin to flip-flop"
  hold_end: "dout[14]"
  worstHoldStart: "din2[14]"
  hold_depth: 3
die:
  fp_util: 0.519
  die.size.y_um: 71.8
  std_cell_rows: 25
  top_level_ports: 89
  core_mm2: 0.00469
  chipArea_mm2: 0.00516
  die_x_um: 71.8
==> synthesized netlist by cell type (2+ instances only) <==
library cell,count
dfxtp_1,16
xor2_1,11
a21oi_1,14
a21o_1,2
nor3b_1,2
nor3_1,11
edfxtp_1,17
ha_1,27
clkbuf_1,3
nor2_1,32
inv_1,17
nand2_1,17
o22ai_1,2
o21bai_1,4
nand3_1,4
mux2i_1,17
o21ai_0,3
nor2b_1,4
o21ai_1,3
o21a_1,2
xnor2_1,18
fa_1,2
==> final cells by class <==
type	count	area [um2]	area share
Clock buffer	8	111	0.0320
Inverter	17	63.8	0.0184
Multi-Input combinational cell	198	1510	0.436
Sequential cell	33	831	0.239
Tap cell	54	67.6	0.0194
Timing Repair Buffer	89	888	0.256
==> power by group through the flow <==
stage	clock network, mW	logic, mW	registers [mW]
5_1_grt	0.168	0.221	0.200
4_1_cts	0.159	0.197	0.200
6_report	0.156	0.196	0.200
==> logic make-up after synthesis <==
logic type	Yosys count
AND/OR/NAND/NOR	78
XOR/XNOR	31
AND-OR/OR-AND	43
adder cells (fa/ha/maj)	29
buffers and inverters	23
flip-flops	33
multiplexers	17
==> registers in the layout (all words and copies together), names as in the netlist <==
signal and count:
addr 17, dout 16
==> critical path, cell delays in order <==
cell	delay, ns
clkdlybuf4s50_1	0.58
inv_1	0.12
ha_1	0.36
inv_1	0.08
ha_1	0.27
ha_1	0.23
fa_1	0.41
a21oi_1	0.14
nor2_1	0.05
nor2_1	0.15
o21bai_1	0.08
a21oi_1	0.17
xnor2_1	0.13
ha_1	0.26
inv_1	0.16
o21bai_1	0.10
a41oi_1	0.20
xnor3_1	0.26
xnor2_1	0.13
==> per-stage QoR <==
step,std cells,util,area [um2]
after floorplan,254,-,2440
after global placement,391,0.717,3360
after detailed placement,391,0.717,3360
after CTS,399,0.741,3480
after global routing,399,0.741,3480
final,399,0.741,3480
==> layer usage <==
metal / share of wire / vias to the layer above
met4: 0.0077 / 0
li1: - / 1080
met2: 0.45 / 73
met3: 0.063 / 4
met5: 0 / -
met1: 0.48 / 930
==> cell usage in the layout, fill, tap and decap left out, drive strengths merged, types with 2 or more instances in the layout <==
master         instances
a21oi                 14
clkdlybuf4s50         88
o21ai                  6
mux2i                 17
edfxtp                17
nand3                  4
nand2                 17
nor3                  11
fa                     2
a21o                   2
nor2                  32
inv                   17
o21a                   2
xnor2                 19
ha                    27
dfxtp                 16
nor2b                  4
or3                    2
nor3b                  2
o21bai                 4
o22ai                  2
a2111oi                2
clkbuf                 8
xor2                  11
==> worst max path at each step <==
stage	from	endpoint	slack [ns]
after CTS	pixel_y[0]	addr[16]	2.15
after global routing	pixel_y[2]	addr[16]	1.80
final	pixel_y[0]	addr[16]	2.16
Power figures rest on the tool's default switching activity, not on a simulated workload.
