<file path="./design.v">
`timescale 1ns / 1ps
module VGA_Cntrl(input clk,output reg [10:0]pixel_x, output reg [10:0]pixel_y, output videoon, output reg h_synq, output reg v_synq
    );
parameter 	  
	h_display = 639 ,
	r_border = 16,
	l_border = 48,
	h_retrace = 96  
; 
parameter 	 
	v_display = 479,
	b_border = 11,
	t_border = 33,
	v_retrace = 2
;  
reg [10:0]cnt1=0;
reg [10:0]cnt2=0;
reg h_videoon=1;
reg v_videoon=1;
initial 
	begin
		pixel_x=0;
		pixel_y=0;
		h_synq=1;
		v_synq=1;
	end
always@(posedge clk)
	begin
		pixel_x=pixel_x +1;
		if (pixel_x==h_display)
			h_videoon=0;
		else if (pixel_x==(h_display+r_border+l_border+h_retrace))
			begin
				h_videoon=1;
				pixel_y=pixel_y+1;
				cnt2=cnt2+1;
				pixel_x=0;
			end	
		cnt1=cnt1+1;				
		if (cnt1==(h_display+r_border))
			h_synq=0;
		else if (cnt1==(h_display+r_border+h_retrace))
			begin
				h_synq=1;
			end
		else if (cnt1==(h_display+r_border+l_border+h_retrace))
			begin
				h_synq=1;
				cnt1=0;
			end			
		if (pixel_y==v_display)
			v_videoon=0;
		else if (pixel_y==(v_display+b_border+t_border+v_retrace))
			begin
				v_videoon=1;
				pixel_y=0;
				pixel_x=0;
			end
		if (cnt2==(v_display+b_border))
			v_synq=0;
		else if (cnt2==(v_display+b_border+v_retrace))
			begin
				v_synq=1;
			end
		else if (cnt2==(v_display+b_border+t_border+v_retrace))
			begin
				v_synq=1;
				cnt2=0;
			end		
	end
and d(videoon,h_videoon,v_videoon);
endmodule
</file>
<file path="./run.sh">
#!/bin/bash
# OpenROAD 26Q1-2900-gdf79404cd8, Yosys 0.63+post, stock flow scripts
make -C /OpenROAD-flow-scripts/flow DESIGN_CONFIG=/design/flow/config.mk WORK_HOME=/design/flow/orfs finish
</file>
<file path="./config.mk">
export PLATFORM = sky130hd
export DESIGN_NAME = VGA_Cntrl
export DESIGN_NICKNAME = VGA_Cntrl
export VERILOG_FILES = /design/flow/design.v
export SDC_FILE = /design/flow/constraint.sdc
export NUM_CORES = 4
export LEC_CHECK = 1
export CORE_UTILIZATION = 50
</file>
<file path="./constraint.sdc">
current_design VGA_Cntrl

set clk_period 5.7
set clk_io_pct 0.2

create_clock -name clk0 -period $clk_period [get_ports {clk}]

set non_clock_inputs [all_inputs -no_clocks]
set_input_delay [expr $clk_period * $clk_io_pct] -clock clk0 $non_clock_inputs
set_output_delay [expr $clk_period * $clk_io_pct] -clock clk0 [all_outputs]
</file>
==> out/metrics.yaml <==
syn-cell-area_sq_um: 2714
end_kind: "flip-flop"
setup_viol: 0
yosysWarnings: 1
netlist.area_leader.share_pct: 35.41
grt_pass1_vias: 1870
drive_gt1_share_pct: 11.82
status: "finished clean"
core_sq_um: 5172
area_leaders: "dfxtp_1 (35%), xnor2_1 (8.4%), xor2_1 (6.5%)"
skew_ns: 0.004377
vdd_drop_max_mv: 0.1861
hold_depth: 1
period_needed_ns: 3.457
antenna_found_initial: 0
total_leakage_power_nw: 1.151
dieArea_sq_um: 5726
worst_ep_required_time_ns: 5.88
areaGrowthSynthToFinish_pct: 16.46
remaining_drc_errors: 0
fp_util_pct: 52.47
cp_max_fo: 18
yosys.area.top_type: "dfxtp_1"
cp_common_cell: "buf_4"
htree_levels: 2
top_cell: "dfxtp_1"
worstRegToRegCells: 11
viasPerCell: 5.328
startpoint_type: "flip-flop"
synth-main-ff-cell: "dfxtp_1"
hp-class: "flip-flop to flip-flop"
cp_top_family: "AND-OR/OR-AND gates"
grt_max_degree: 24
synth-area-yosys_sq_um: 2714
clk_path_buf_depth: 2
nFillCells: 438
grt_pass1_wl_um: 8576
common_cells: "dfxtp_1 (48), xnor2_1 (26), nand3_1 (22), nor2_1 (22)"
wirelength_um: 5147
grt_overflow: 0
avgSynthCellArea_sq_um: 8.898
postRouteAntennaNets: 0
ys_seq_share_pct: 35.41
numCtsBuffers: 5
ys_types: 59
numPortBuffers: 25
worst_slew_pin_slew_ns: 0.4747
maxCapViolCount: 0
final-hold-violation-count: 0
syn_inst: 305
critPathBufInv: 2
cts-root-buf: "clkbuf_8"
hpwl_um: 3719
rsz0062_at_grt: "no"
fin_crit_sh_pct: 60.64
ys_cells: 305
min_from: "cnt1[10]"
path_clk_slew_ns: 0.09
tritoncts: "yes"
drt_iter0_drc: 90
post_cts_buffers: 0
max_stage_delay_ns: 0.43
dieWidth_um: 75.67
place_congestion: 0.8693
crit_path_start: "pixel_x[0]"
crit_path_top_delay_cell: "dfxtp_1"
post_drt_wl_per_cell_um: 12.87
finalPower_mw: 0.6706
ys_async_sr_fraction_pct: 0
powerDensity_nw_per_um2: 212.2
path_cells: "ha_1 -> and4_1 -> and3_1 -> o211ai_1 -> a211oi_4 -> buf_4 -> mux2i_1 -> o2111ai_1 -> a2111oi_4 -> buf_4 -> nor3_1"
r2r_setup_slack_ns: 2.24
arrival_ns: 3.64
timing.rr.start: "pixel_x[0]"
clock.latency.late_pin_ns: 0.30
rows: 26
post_cts_resize_count: 0
clock_sinks: 48
postCtsHoldBufs: 0
fmax_ghz: 0.2893
ys_ff: 48
timing.setup.tns_ns: 0
rr_endpoint: "pixel_x[4]"
io_pins: 26
grt_use_total_pct: 19.69
max_slew_margin_pct: 68.13
dr_total_vias: 2131
path_class: "flip-flop to flip-flop"
edf_count: 0
tool_warnings: 28
first_pass_iters: 4
drv_slew: 0
dieHeight_um: 75.67
hold_end: "cnt1[10]"
insertedDiodeCount: 0
-- layer usage --
metal	vias to the layer above	global-route usage [%]	wire (um)
met5	-	0	0
met4	0	2.058	59
met3	7	2.815	169
met2	39	30.36	2204
met1	970	31.11	2713
li1	1115	-	-
-- flip-flops by register name, indices dropped and copies added (netlist names) --
name / count
cnt1: 11
cnt2: 11
pixel_x: 11
pixel_y: 11
h_synq: 1
h_videoon: 1
v_synq: 1
v_videoon: 1
-- final cells by class --
cell class,instances,area (sq um),share of cell area [%]
clock buffer,5,68.82,2.177
clock inverter,3,90.09,2.850
inverter,17,63.81,2.019
multi-input combinational,228,1609,50.91
sequential,48,960.9,30.40
tap,70,87.58,2.771
timing repair buffer,29,280.3,8.868
-- through the flow --
| stage | worst slack (ns) | utilization, % | hold slack, ns | std cells | area (sq um) |
|---|---|---|---|---|---|
| floorplan | 2.793 | - | 0.4194 | 305 | 2714 |
| global placement | 2.404 | 58.03 | 0.4313 | 392 | 3002 |
| detailed placement | 2.311 | 58.03 | 0.4387 | 392 | 3002 |
| CTS | 2.246 | 61.10 | 0.4529 | 400 | 3161 |
| global route | 2.049 | 61.10 | 0.4690 | 400 | 3161 |
| finish | 2.243 | 61.10 | 0.4486 | 400 | 3161 |
-- worst register-to-register path: stages, from the launching register on --
cell       delay, ns
dfxtp_1         0.43
ha_1            0.23
and4_1          0.32
and3_1          0.22
o211ai_1        0.22
a211oi_4        0.40
buf_4           0.30
mux2i_1         0.28
o2111ai_1       0.19
a2111oi_4       0.36
buf_4           0.30
nor3_1          0.09
-- worst max-delay path by stage --
| stage | endpoint | depth (start not counted) |
|---|---|---|
| 4_1_cts | pixel_x[4] | 11 |
| 6_report | pixel_x[4] | 11 |
| 5_1_grt | pixel_x[4] | 11 |
-- placed cells by master, fill, tap and decap left out, drive strengths merged, types with 3 or more instances in the layout --
cell type       n
nor4            8
and3            9
dfxtp          48
xor2           20
clkdlybuf4s50  25
xnor2          26
a211o           3
clkbuf          5
ha              6
or3             3
mux2i           3
nand3          22
nand2b          6
nand4           3
buf             4
or2             3
nor3           20
nor3b           3
bufinv          3
nor2           29
nand2          20
o211ai          3
a211oi          3
o21ai           5
inv            17
-- cell families (layout without fill, tap and decap cells) --
group	after synthesis	in the layout	share of synthesized area, %
AND-OR/OR-AND	35	35	12.22
XOR/XNOR	46	46	14.85
adder cells (fa/ha/maj)	6	6	2.766
buffers and inverters	29	54	5.302
flip-flops	48	48	35.41
multiplexers	5	5	1.936
AND/OR/NAND/NOR	136	136	27.52
-- power breakdown --
group | internal, mW | switching, mW
Combinational | 0 | 0
Sequential | 0.335 | 0
Clock | 0.219 | 0.116
Power is estimated from default activity; no workload was simulated.
